## /design/flow/run.sh

```bash
#!/bin/bash
# OpenROAD 26Q1-2900-gdf79404cd8, Yosys 0.63+post, stock flow scripts
make -C /OpenROAD-flow-scripts/flow DESIGN_CONFIG=/design/flow/config.mk WORK_HOME=/design/flow/orfs finish
```

## /design/flow/design.v

```verilog
`timescale 1ns / 1ps
module imm_gen(
input logic [31:0] instr,
input logic [6:0] opcode,
output logic [31:0] imm_out
    );
    always_comb begin
        case (opcode)
         3,19,103: begin 
            imm_out = {{20{instr[31]}}, instr[31:20]};
         end
         35: begin  
            imm_out = {{20{instr[31]}}, instr[31:25], instr[11:7]};
         end
         111: begin  
            imm_out = {{11{instr[31]}}, instr[31], instr[19:12], instr[20], instr[30:21], 1'b0};
        end
        99: begin  
            imm_out = {{19{instr[31]}}, instr[31], instr[7], instr[30:25], instr[11:8], 1'b0};
        end
        default: begin
            imm_out = 32'd0;
        end
        55,23: begin  
            imm_out = {instr[31:12], 12'b0}; 
        end
        endcase
    end
endmodule
```

## /design/flow/config.mk

```make
export PLATFORM = sky130hd
export DESIGN_NAME = imm_gen
export DESIGN_NICKNAME = imm_gen
export VERILOG_FILES = /design/flow/design.v
export SDC_FILE = /design/flow/constraint.sdc
export NUM_CORES = 4
export LEC_CHECK = 1
export CORE_AREA = 10 10 70 70
export DIE_AREA = 0 0 80 80
```

## /design/flow/constraint.sdc

```tcl
current_design imm_gen

set clk_period 4.9
set clk_io_pct 0.2

create_clock -name clk0 -period $clk_period

set non_clock_inputs [all_inputs -no_clocks]
set_input_delay [expr $clk_period * $clk_io_pct] -clock clk0 $non_clock_inputs
set_output_delay [expr $clk_period * $clk_io_pct] -clock clk0 [all_outputs]
```

==> Slide: Implementation Results <==
Physical Implementation Snapshot

Status
  – Outcome: complete, no violations

Setup path
  – CP max stage cell: clkdlybuf4s50_1
  – CP Cell Sequence: clkdlybuf4s50_1 -> and3b_2 -> nor4b_4 -> a21o_1 -> clkdlybuf4s50_1
  – Crit start category: input pin
  – WP data required: about 4 ns
  – Arrival time worst endpoint: between 3 and 4 ns
  – CP max FO: 11
  – Crit path max-delay family: buffers and inverters
  – Crit. End Element: output port
  – WS Path Type: in2out
  – CP Buf/Inv Count: 2
  – Critical Path Max Stage Delay: between 0.5 and 0.6 ns
  – Most used cell, CP: clkdlybuf4s50_1

Yosys
  – Avg Inst Size Synth: between 8 and 9 µm²
  – Yosys warns: 1
  – Top area cell types: a21o_1 (26%), nor4b_4 (8.5%), and2_1 (7.8%), a22o_1 (6.3%), a21oi_2 (4.7%)
  – Area leader share: 0.2556
  – Synth cell count leaders: a21o_1 (19), and2_1 (7), a22o_1 (4)
  – Yosys top cell by area: a21o_1
  – Post-Synthesis Cell Area: between 500 and 600 µm²
  – Yosys Instances: between 60 and 70
  – Register area share after synthesis: 0
  – Synth top cell by count: a21o_1
  – Distinct lib cells: 30
  – Post-Synthesis Cells: ~70
  – Chip Area, Yosys: about 560 µm²

Floorplanning
  – IO Pins: 71
  – Core ar.: roughly 3400 µm²
  – Die area: 6400 µm²
  – Pre-Place Util: 0.1634
  – # rows: 21
  – Die x size: around 80 µm
  – Die Y: ~80 µm

Detailed routing
  – Vias: 786
  – Number of vias per cell: between 4 and 5
  – TritonRoute pass-1 iters: 4
  – Initial drt markers: approximately 41
  – Final ANT Viol Nets: 0
  – Routed WL: ~2.7 mm
  – Antenna diodes: 0
  – DR WL/cell: ~15 µm
  – Residual DRC: 0

Placed design
  – Placed insts: 176
  – Final Wtd Congestion: between 0.8 and 0.9
  – Port bufs: 64
  – Detailed placement HPWL: 2.419 mm

STA
  – Final setup fails: 0
  – Rel. slew slack: 0.6008
  – Unrepaired setup endpoints after global routing: no
  – Shortest period the worst path allows: 4.104 ns
  – Setup TNS: 0 ns
  – Max Clock Freq: ~0.24 GHz
  – Pins over their slew limit: 0
  – Slew @ Worst Pin: slightly below 0.6 ns
  – Final period util: 0.8375
  – Fin. Hold Viols: 0

Cells and area
  – FF+latch area: 0 µm²
  – Seq cells: 0
  – Share of cells above drive strength 1: 0.1231
  – Clock buf count: 0
  – Fillers: roughly 340
  – Area added between synthesis and finish: 121.1%
  – Final cell count without fillers: 176

Min path
  – HP Start: instr[17]
  – HP Class: in2out
  – Hold path depth: 3
  – Worst hold endpoint: imm_out[17]

Global routing
  – Largest net degree at the start of global routing: 12
  – Remaining global-route overflow: 0
  – Number of global-route vias before repair: ~800
  – Global-route wire length before repair: 4.209 mm
  – Initial antenna violation count: 0
  – GRT Total Usage: 0.07923

Clock tree
  – CTS Hold Buffers Added: 0
  – Post-CTS Setup Inserts: 0
  – Cts repair resizes: 0

Pwr
  – Clk network pwr share: 0
  – Tot Pwr: 0.06383 mW
  – Power Density: just over 50 nW/µm²
  – Sequential fraction of design power: 0
  – Sw Share: 0.3670
  – Sw Pwr: 0.02342 mW
  – Static Leak: 0.5652 nW
  – Comb pwr share: 1.000
  – Peak VDD IR: approximately 0.000017 V
  – Int Power: slightly above 0.04 mW

Run
  – Max cap viols: 0
  – OpenROAD warnings: 39
[cell families after synthesis]
family | share of synthesized area
AND-OR/OR-AND | 0.5650
buffers and inverters | 0.06725
multiplexers | 0.01794
AND/OR/NAND/NOR | 0.3498
[cell usage in the layout, fill, tap and decap left out, types with 3 or more instances in the layout]
cell type        count
a22o_1               4
and2_1               7
clkdlybuf4s50_1     64
a21o_1              19
nand2_1              3
a21oi_1              3
a21oi_2              3
[power groups by stage]
| stage | logic, mW | clock network, mW | registers, mW |
|---|---|---|---|
| CTS | 0.0645 | 0 | 0 |
| global route | 0.0689 | 0 | 0 |
| finish | 0.0638 | 0 | 0 |
[per-layer routing]
layer  global-route usage  part of all wire  routed length, µm
met1              0.09373              0.36                982
met2               0.1565              0.59               1601
met3             0.006818             0.043                115
met5                    0                 0                  0
met4                    0                 0                  0
[worst max path at each step]
stage | to | cells past startpoint | from
4_1_cts | imm_out[28] | 6 | opcode[3]
5_1_grt | imm_out[28] | 6 | opcode[3]
6_report | imm_out[28] | 5 | opcode[3]
[cell type report]
class / count / area [µm²] / area share
multi-input cells: 63 / 520.5 / 0.4219
inverters: 2 / 7.507 / 0.006085
well taps: 46 / 57.56 / 0.04665
repair buffers: 65 / 648.1 / 0.5254
[per-stage QoR]
step	util	cell area (µm²)	setup slack, ns	hold WS [ns]
after floorplan	-	558.0	2.199	1.986
after global placement	0.3612	1234	0.7999	2.914
after detailed placement	0.3612	1234	0.7882	2.918
after CTS	0.3612	1234	0.7981	2.918
after global routing	0.3612	1234	0.6454	2.936
final	0.3612	1234	0.7964	2.908
Power is estimated from default activity; no workload was simulated.
