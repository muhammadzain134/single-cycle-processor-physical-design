`design/flow/design.v`:
```
`timescale 1ns / 1ps
module reg_file(
input logic clk,
input logic rst,
input logic [4:0] rs1,
input logic [4:0] rs2,
input logic [4:0] rsW,
input logic [31:0] dataW,
input logic RegWEn,
output logic [31:0] rf_out1,
output logic [31:0] rf_out2
    );
logic [31:0] mem [31:0];
assign rf_out1 = mem[rs1];
assign rf_out2 = mem[rs2];
    always_ff @(posedge clk)begin
	if (rst) begin
	for (int i = 0; i < 32; i++) begin
                mem[i] <= 32'b0;
            end
	end
        if(RegWEn && rsW != 5'd0)begin
            mem[rsW] <= dataW;
        end
    end     
endmodule
```
`design/flow/run.sh`:
```
#!/bin/bash
# OpenROAD 26Q1-2900-gdf79404cd8, Yosys 0.63+post, stock flow scripts
make -C /OpenROAD-flow-scripts/flow DESIGN_CONFIG=/design/flow/config.mk WORK_HOME=/design/flow/orfs finish
```
`design/flow/config.mk`:
```
export PLATFORM = sky130hd
export DESIGN_NAME = reg_file
export DESIGN_NICKNAME = reg_file
export VERILOG_FILES = /design/flow/design.v
export SDC_FILE = /design/flow/constraint.sdc
export NUM_CORES = 4
export LEC_CHECK = 1
export CORE_UTILIZATION = 40
```
`design/flow/constraint.sdc`:
```
current_design reg_file

set clk_period 15.7
set clk_io_pct 0.2

create_clock -name clk0 -period $clk_period [get_ports {clk}]

set non_clock_inputs [all_inputs -no_clocks]
set_input_delay [expr $clk_period * $clk_io_pct] -clock clk0 $non_clock_inputs
set_output_delay [expr $clk_period * $clk_io_pct] -clock clk0 [all_outputs]
```
==> flow_metrics.tcl <==
# collected from the flow reports
set metrics [dict create \
    outcome "finished clean" \
    cts_root_buf "clkbuf_16" \
    min_period_ps 10500 \
    critPathKind "input pin to output pin" \
    core.rowCount 136 \
    critPathSlowestCell "buf_4" \
    via_per_inst 5.803 \
    p_clk_share_pct 38.0 \
    final_core_util_pct 44.99 \
    tool_warnings 26 \
    critical_path_depth 10 \
    ant_nets 0 \
    worstPathRequired_ps 12560 \
    setup_violations 0 \
    syn2layout_area_growth_pct 11.03 \
    grt_max_degree 95 \
    path_buffers 5 \
    ir_worst_vdd_uv 92.41 \
    ys_seq_share_pct 54.92 \
    gp_congestion 0.8914 \
    vias 37890 \
    drv_slew 0 \
    synthCells 4602 \
    power.share.switching_pct 26.09 \
    slowest_delay_ps 630 \
    post-cts-setup-buffers 0 \
    cp_data_arrival_time_ps 7360 \
    fp-utilization_pct 40.52 \
    power.density_nw_per_um2 105.3 \
    numSynthFlops 1024 \
    slew-limit-headroom_pct 33.90 \
    port_buffers 113 \
    whs_ps 3090 \
    finalWirelength_mm 195.4 \
    fmax_ghz 0.09523 \
    cap_violations 0 \
    worstPathCellList "clkdlybuf4s50_1, and2_4, buf_4, buf_4, buf_4, a22o_1, nor3_1, a31oi_1, nand3_1, clkdlybuf4s50_1" \
    final_cell_mix "mux2i_1, edfxtp_1, and2_1, nand2_1, nand3_1" \
    core-area_sq_um 138200 \
    dr.pass1.iters 7 \
    drive_gt1_share_pct 8.239 \
    rsz0062_at_grt "no" \
    drc_errors 0 \
    yosys_warnings 1 \
    cts_tree "yes" \
    critPathLaunchType "input pin" \
    tightest_slew_ps 988.4 \
    whs_path_depth 2 \
    wl_per_cell_microns 29.92 \
    ys_types 29 \
    grt_pass1_vias 38830 \
    initialDrtViolationCount 2333 \
    seqPwrFrac_pct 49.6 \
    antenna_found_initial 8 \
    dp_slack_ps 5335 \
    p_leak_nw 23.98 \
    p_sw_mw 1.708 \
    overflow 0 \
    hold_buffers 0 \
    hold_viol_final 0 \
    crit_path_start "rs1[2]" \
    worst_slack_ps 5199 \
    post_cts_resize_count 0 \
    finalCritPeriodShare_pct 66.89 \
    largest_reg_flops 1024 \
    min_path_type "input pin to flop" \
    syn_avg_cell_area_sq_um 12.17 \
    io_pins 114 \
    intPower_mw 4.838 \
    clkSinkCount 1024 \
    tns_ps 0 \
    path_clk_slew_ps 60 \
    ys_area_sq_um 55990 \
    grt_pass1_wl_mm 277.0 \
    critPathCapture "rf_out1[13]" \
    top_register "mem" \
    end_kind "output pin" \
    die_w_microns 376.1 \
    clk_path_buf_depth 3 \
    numCtsBuffers 110 \
    path_max_fanout 33 \
    syn-cell-area_sq_um 55990 \
    dp_hpwl_mm 109.5 \
    pwr-share-comb_pct 12.4 \
    reg_top3 "mem: 1024 flops" \
    crit_path_frequent_cell "buf_4" \
    die_h_microns 376.1 \
    ctsHtreeMaxLevel 3 \
    grtUsageTotal_pct 29.42 \
    crit_family "buffers and inverters" \
    ys_cells 4602 \
    chipArea_sq_um 141500 \
]
## power groups by stage
stage	Sequential, mW	Clock [mW]	Combinational [mW]
5_1_grt	3.27	2.62	0.859
6_report	3.24	2.49	0.812
4_1_cts	3.24	2.52	0.805
## layout make-up
| class | instances | area, sq um |
|---|---|---|
| Multi-Input combinational cell | 3163 | 23300 |
| Antenna cell | 6 | 15.01 |
| Clock inverter | 66 | 529.3 |
| Clock buffer | 141 | 2869 |
| Fill cell | 12240 | 76010 |
| Tap cell | 1863 | 2331 |
| Timing Repair Buffer | 267 | 2367 |
| Sequential cell | 1024 | 30750 |
## synth_stat cells, drive strengths merged
| cell | instances | area, sq um |
|---|---|---|
| a22oi | 192 | 1441 |
| nor2b | 4 | 25.02 |
| nand3 | 194 | 975.9 |
| and2 | 994 | 6218 |
| nor3 | 64 | 320.3 |
| edfxtp | 1024 | 30750 |
| nand3b | 5 | 45.04 |
| a31oi | 64 | 400.4 |
| clkbuf | 268 | 1042 |
| or2 | 33 | 206.5 |
| a22o | 128 | 1121 |
| nor2 | 34 | 222.7 |
| buf | 178 | 1214 |
| mux2i | 1024 | 10250 |
| nand2 | 195 | 732.0 |
| or3b | 3 | 31.28 |
| conb | 1 | 3.750 |
| nand2b | 4 | 25.02 |
| or3 | 1 | 6.260 |
| a21oi | 192 | 960.9 |
## logic make-up after synthesis
family | synth area share, %
simple gates | 15.73
mux | 18.31
flops | 54.92
compound gates | 7.008
buf+inv | 4.029
other cells | 0.006697
## worst min-delay path by stage
stage / endpoint / start / slack (ps)
CTS: mem[0][8]$_SDFFCE_PN0P_ / rst / 3050
global route: mem[0][8]$_SDFFCE_PN0P_ / rst / 3090
finish: mem[0][8]$_SDFFCE_PN0P_ / rst / 3090
## metal layers
layer  up-vias  part of all wire [%]  track usage (%)
met2      2324                    43            40.86
met1     18370                    37            38.28
met3       419                    16            19.35
met4         9                   4.1            9.365
met5         -                  0.13            1.612
li1      16770                     -                -
## stage by stage
| stage | instance area (sq um) | cells | total power [mW] |
|---|---|---|---|
| final | 62170 | 6530 | 6.546 |
| after global routing | 62160 | 6526 | 6.743 |
| after CTS | 62150 | 6524 | 6.567 |
| after detailed placement | 58750 | 6317 | 4.102 |
| after global placement | 58750 | 6317 | 4.097 |
| after floorplan | 56110 | 4633 | 3.757 |
No activity file was given, so power comes from the tool's default toggle rates.
