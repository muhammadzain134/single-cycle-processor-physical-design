`flow/design.v`:
```
`timescale 1ns / 1ps
module alu_logic(
input logic signed [31:0] alu_in1,
input logic signed [31:0] alu_in2,
input logic [3:0] alu_op,
output logic signed  [31:0] alu_result,
output logic carry_out,
output logic Zero,
output logic Negative,
output logic Overflow
    );
logic [32:0] temp_result; 
logic [31:0] a_u, b_u;
assign a_u = alu_in1;
assign b_u = alu_in2;
    always_comb begin
        carry_out = 0;
        Overflow = 0;
        case (alu_op)
            4'b0000: begin  
                temp_result = {1'b0, alu_in1} + {1'b0, alu_in2};
                alu_result = temp_result[31:0];
                carry_out = temp_result[32];
                Overflow = (alu_in1[31] == alu_in2[31]) && (alu_result[31] != alu_in1[31]);
            end
            4'b1000: begin  
                temp_result = {1'b0, alu_in1} - {1'b0, alu_in2};
                alu_result = temp_result[31:0];
                carry_out = (a_u >= b_u);  
                Overflow = (alu_in1[31] != alu_in2[31]) && (alu_result[31] != alu_in1[31]);
            end
            4'b0001: alu_result = alu_in1 << alu_in2[4:0];  
            4'b0010: alu_result = (alu_in1 < alu_in2) ? 32'h1 : 32'd0; 
            4'b0011: alu_result = (alu_in1 <alu_in2) ? 32'd1 : 32'd0;  
            4'b0100: alu_result = alu_in1 ^ alu_in2;  
            4'b0101: alu_result = alu_in1 >> alu_in2[4:0];  
            4'b1101: alu_result = alu_in1 >>> alu_in2[4:0];  
            4'b0110: alu_result = alu_in1| alu_in2;  
            4'b0111: alu_result = alu_in1 & alu_in2; 
            default: begin
                alu_result = 32'd0;
            end
        endcase
        Negative = alu_result[31];
        Zero = (alu_result == 32'd0);
    end
endmodule
```
`flow/run.sh`:
```
#!/bin/bash
# OpenROAD 26Q1-2900-gdf79404cd8, Yosys 0.63+post, stock flow scripts
make -C /OpenROAD-flow-scripts/flow DESIGN_CONFIG=/design/flow/config.mk WORK_HOME=/design/flow/orfs finish
```
`flow/config.mk`:
```
export PLATFORM = sky130hd
export DESIGN_NAME = alu_logic
export DESIGN_NICKNAME = alu_logic
export VERILOG_FILES = /design/flow/design.v
export SDC_FILE = /design/flow/constraint.sdc
export NUM_CORES = 4
export LEC_CHECK = 1
export CORE_UTILIZATION = 40
export SYNTH_HDL_FRONTEND = slang
```
`flow/constraint.sdc`:
```
current_design alu_logic

set clk_period 20.1
set clk_io_pct 0.2

create_clock -name clk0 -period $clk_period

set non_clock_inputs [all_inputs -no_clocks]
set_input_delay [expr $clk_period * $clk_io_pct] -clock clk0 $non_clock_inputs
set_output_delay [expr $clk_period * $clk_io_pct] -clock clk0 [all_outputs]
```
==> flow_metrics.tcl <==
# collected from the flow reports
set metrics [dict create \
    min_from "alu_op[1]" \
    drc 0 \
    dieArea_mm2 0.02500 \
    worst_slew_pin_slew_ns 0.9741 \
    synth-cells-yosys 1414 \
    hold_viol 0 \
    path_cells "clkdlybuf4s50_1, buf_4, inv_1, ha_1, nor2_1, o311ai_1, a311oi_1, o21ai_0, a31o_2, o311a_1, or3_1, nor4_1, nor4bb_1, nand4b_1, nor4_2, clkdlybuf4s50_1" \
    slowest_stage "a311oi_1" \
    lay_top_count "nand2_1" \
    path_common_cell "clkdlybuf4s50_1" \
    worstSetupPathType "in -> out" \
    gr-usage-all-layers 0.4065 \
    die_w_um 158.1 \
    layout_top_cells "116 x nand2_1, 110 x nor2_1, 104 x a21oi_1, 98 x inv_1, 98 x clkdlybuf4s50_1" \
    whs_ns 9.211 \
    antenna_found_initial 3 \
    routed_wl_mm 50.23 \
    yosys_warnings 0 \
    syn_inst 1414 \
    rsz0062_at_grt "false" \
    status "finished clean" \
    ys_chip_area_mm2 0.009749 \
    p_switching_mw 0.1981 \
    hpwl_mm 39.40 \
    drive_gt1_frac 0.09451 \
    gp_congestion 1.044 \
    crit_buf_inv 4 \
    grt.busiest_layer "met2" \
    leakage_nw 4.511 \
    holdPathEnd "alu_result[27]" \
    final.min_clock_period_ns 13.61 \
    switching_share 0.6197 \
    cts_resized 0 \
    use_met1 0.5886 \
    setup_slack_ns 6.492 \
    relSlewSlack 0.3338 \
    area_delta_synth_final_pct 11.97 \
    cts_hold_buf 0 \
    grt_pass1_vias 10890 \
    vias 11980 \
    nFlopsAndLatches 0 \
    power.density_mw_per_mm2 29.28 \
    ioPinCount 104 \
    ant_nets 0 \
    fp-utilization 0.4117 \
    grt-ovfl-total 0 \
    place_ws_ns 6.598 \
    grt_pass1_wl_mm 72.86 \
    tool_warnings 97 \
    crit_fanout 35 \
    die_h_um 158.1 \
    endpoint_kind "output pin" \
    drt_iter0_drc 1617 \
    ys_seq_frac 0 \
    peakVddDrop_uv 16.72 \
    max_freq_mhz 73.49 \
    max_stage_delay_ns 0.68 \
    finalSetupViolCount 0 \
    fp-row-count 56 \
    min_path_cells 6 \
    port_buffers 104 \
    gr-usage-met3 0.07219 \
    syn_area_per_cell_um2 6.895 \
    required_ns 16.08 \
    cp_top_family "simple AND/OR/NAND/NOR gates" \
    p_int_mw 0.1215 \
    grt_use_met2 0.6065 \
    seqCellArea_um2 0 \
    cts_setup_buffers 0 \
    period_used_share 0.6770 \
    finalPower_mw 0.3197 \
    yosysUniqueCellTypes 90 \
    drt-pass1-iter-count 8 \
    coreArea_mm2 0.02368 \
    wl_per_cell_um 28.55 \
    hp-class "in -> out" \
    cp-start-kind "primary input" \
    vias_per_cell 6.808 \
    clkbuf_count 0 \
    cp.arrival_ns 9.59 \
    syn_area_mm2 0.009749 \
    final_max_slew_viol_count 0 \
    grt_max_degree 61 \
    drv_cap 0 \
    setup_tns_ns 0 \
]
==> power groups by stage <==
stage / sequential [mW] / clock, mW / combinational [mW]
after global routing: 0 / 0 / 0.339
after CTS: 0 / 0 / 0.311
==> worst max path at each step <==
| stage | to | slack (ns) | cells after the start | from |
|---|---|---|---|---|
| CTS | Zero | 6.57 | 16 | alu_in2[4] |
| global route | Zero | 6.18 | 16 | alu_in2[4] |
| finish | Zero | 6.49 | 16 | alu_in2[4] |
==> Yosys cell counts, drive strengths merged, types with 25 or more instances <==
master  count  area [µm²]
nand3      38       190.2
a211oi     51       382.9
mux4       31       698.2
o21ai      85       425.4
nor3       45       225.2
nor2      110       412.9
ha         97        1214
o211ai     29       217.7
clkbuf     65       244.0
mux2i      53       530.5
buf        48       270.3
inv       100       375.4
mux2       43       484.2
a21oi     104       520.5
a21o       27       202.7
o22ai      25       156.4
nand2     116       435.4
==> logic make-up after synthesis <==
group                      count (synthesis)  share of synthesized area
AOI/OAI and AO/OA                        510                     0.3631
muxes                                    127                     0.1757
adders and majority gates                 99                     0.1286
and+or+nand+nor                          447                     0.2268
buffers and inverters                    216                    0.09240
xor gates and xnor gates                  15                    0.01347
==> through the flow <==
step,util,cells,area (µm²)
3_5_place_dp,0.4609,1758,10910
2_1_floorplan,-,1414,9749
6_report,0.4610,1759,10920
5_1_grt,0.4609,1758,10910
4_1_cts,0.4609,1758,10910
3_3_place_gp,0.4609,1758,10910
==> per-layer routing <==
| metal | part of all wire | wire, µm |
|---|---|---|
| met1 | 0.43 | 21710 |
| met2 | 0.43 | 21480 |
| met3 | 0.098 | 4908 |
| met4 | 0.042 | 2127 |
| met5 | 0 | 0 |
==> final cells by class <==
cell class	instances	area, µm²
multi-input cells	1198	8860
diodes	1	2.502
well taps	319	399.1
repair buffers	138	1269
fillers	2510	12770
inverters	103	386.6
Power figures rest on the tool's default switching activity, not on a simulated workload.
